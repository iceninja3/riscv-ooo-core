`flow/config.mk`:
```
export PLATFORM = sky130hd
export DESIGN_NAME = lsu_unit
export DESIGN_NICKNAME = lsu_unit
export VERILOG_FILES = /design/flow/design.v
export SDC_FILE = /design/flow/constraint.sdc
export NUM_CORES = 4
export LEC_CHECK = 1
export CORE_AREA = 10 10 70 70
export DIE_AREA = 0 0 80 80
export SYNTH_MEMORY_MAX_BITS = 65536
```
`flow/run.sh`:
```
#!/bin/bash
# OpenROAD 26Q1-2900-gdf79404cd8, Yosys 0.63+post, stock flow scripts
make -C /OpenROAD-flow-scripts/flow DESIGN_CONFIG=/design/flow/config.mk WORK_HOME=/design/flow/orfs finish
```
`flow/design.v`:
```
package pipeline_types;
typedef struct packed {
    logic [31:0] pc;
    logic [31:0] imm;
    logic [2:0]  alu_op;
    logic        alu_src;    
    logic        mem_read;
    logic        mem_write;
    logic [5:0]  p_src1;
    logic [5:0]  p_src2;
    logic [5:0]  p_dst;
    logic [3:0]  rob_tag;
    logic        src1_ready;
    logic        src2_ready;
} rs_entry_t;
typedef struct packed {
    logic        valid;          
    logic        done;           
    logic [4:0]  rd_log;         
    logic [5:0]  rd_phys;        
    logic [5:0]  rd_old_phys;    
    logic        is_branch;      
    logic        mispredicted;   
    logic [31:0] pc;             
} rob_entry_t;  
typedef struct packed {
    logic [31:0] pc;
    logic [31:0] imm;
    logic [2:0]  alu_op;
    logic        alu_src;
    logic        mem_read;
    logic        mem_write;
    logic [5:0]  rs1_p;
    logic [5:0]  rs2_p;
    logic [5:0]  rd_p;       
    logic [3:0]  rob_tag;    
} rs_issue_packet_t;
typedef enum logic [1:0] {
        FU_ALU,     
        FU_LSU,     
        FU_BRANCH,  
        FU_OTHER    
    } fu_type_t;
typedef struct packed {
        logic [31:0] pc;
        logic [31:0] imm;
        logic [31:0] inst;     
        logic        ALUSrc;
        logic [2:0]  ALUOp;
        logic        MemRead;
        logic        MemWrite;
        logic        RegWrite;
        logic        MemToReg;
        fu_type_t    fu_type;  
        logic        is_branch;
        logic        is_jump;
    } ctrl_payload_t;
typedef struct packed {
    logic [31:0] pc;
    logic [31:0] inst;
} fetch_dec_t;
typedef struct packed {
    logic        valid;
    logic [4:0]  rs1;
    logic [4:0]  rs2;
    logic [4:0]  rd;
    logic [31:0] imm;
    logic        ALUSrc;
    logic [2:0]  ALUOp;
    logic        branch;
    logic        jump;
    logic        MemRead;
    logic        MemWrite;
    logic        RegWrite;
    logic        MemToReg;
} dec_ren_t;
typedef struct packed {
    logic        valid;
    logic [5:0]  rs1_p;
    logic [5:0]  rs2_p;
    logic [5:0]  rd_new_p;
    logic [5:0]  rd_old_p;
    logic [3:0]  rob_tag;
    logic        ALUSrc;
    logic [2:0]  ALUOp;
    logic        branch;
    logic        jump;
    logic        MemRead;
    logic        RegWrite;
    logic        MemToReg;
    logic [31:0] pc;
    logic [31:0] imm;
} ren_disp_t;
endpackage
module lsu_unit (
    input  logic        clk, rst,
    input  logic        valid_i,
    input  logic        mem_read_i,
    input  logic [31:0] rs1_val_i,  
    input  logic [31:0] imm_i,      
    input  logic [5:0]  rd_p_i,
    input  logic [5:0]  rob_tag_i,
    output logic        ready_o,    
    output logic        valid_o,
    output logic [31:0] result_o,
    output logic [5:0]  rd_p_o,
    output logic [5:0]  rob_tag_o
);
    logic [31:0] dmem [0:1023];  
    typedef enum logic [1:0] {S_IDLE, S_ACCESS, S_WB} state_t;
    state_t state, next_state;
    logic [31:0] addr;
    assign addr = rs1_val_i + imm_i;
    logic [5:0] rd_p_q;
    logic [5:0] rob_tag_q;
    logic [31:0] mem_rdata;
    always_ff @(posedge clk) begin
        if (state == S_IDLE && valid_i && mem_read_i) begin
            mem_rdata <= dmem[addr[11:2]];  
            rd_p_q    <= rd_p_i;
            rob_tag_q <= rob_tag_i;
        end
    end
    always_ff @(posedge clk) begin
        if (rst) state <= S_IDLE;
        else     state <= next_state;
    end
    always_comb begin
        next_state = state;
        ready_o    = 0;
        valid_o    = 0;
        case (state)
            S_IDLE: begin
                ready_o = 1;
                if (valid_i) next_state = S_ACCESS;  
            end
            S_ACCESS: begin
                next_state = S_WB;  
            end
            S_WB: begin
                valid_o = 1;
                next_state = S_IDLE;
            end
        endcase
    end
    assign result_o  = mem_rdata;
    assign rd_p_o    = rd_p_q;
    assign rob_tag_o = rob_tag_q;
endmodule
```
`flow/constraint.sdc`:
```
current_design lsu_unit

set clk_period 1.3
set clk_io_pct 0.2

create_clock -name clk0 -period $clk_period [get_ports {clk}]

set non_clock_inputs [all_inputs -no_clocks]
set_input_delay [expr $clk_period * $clk_io_pct] -clock clk0 $non_clock_inputs
set_output_delay [expr $clk_period * $clk_io_pct] -clock clk0 [all_outputs]
```
==> flow_summary.yaml <==
# yosys + openroad results
worst_setup_path:
  worstPathRequired_ns: 1.04
  cp_slowest_stage_delay_ns: 0.36
  crit_slowest_cell: "edfxtp_1"
  path_cells: "dlygate4sd2_1"
  critPathKind: "flip-flop to output port"
  startpoint_type: "flip-flop"
  critPathBufInv: 1
  worstPathArrival_ns: 0.88
  endpoint_kind: "output port"
  path_max_fanout: 1
  path_delay_family: "flip-flops"
final_timing:
  fmax_ghz: 0.880
  hold_violations: 0
  whs_ns: 0.442
  fin_crit_ns: 1.14
  post-route-period-util: 0.874
  fin_worst_skew_ns: 0.00457
  setup-violations-final: 0
  slew_violations: 0
  rsz0062_at_grt: "no"
flow_run:
  tool_warnings: 89
  max_cap_violations: 0
floorplanning:
  initial_utilization: 0.204
  die-area_um2: 6400
  dieHeight_um: 80
  fp-row-count: 21
  die_w_um: 80
  ioPinCount: 126
  coreArea_um2: 3420
global_routing:
  overflow: 0
  grt_pass1_wl_mm: 2.07
  grt_max_degree: 13
  track_usage: 0.0414
  antenna_found_initial: 0
  first_global_vias: 448
final_layout:
  final_cells: 136
  layout_top_cells: "conb_1 (32), clkdlybuf4s50_1 (15), dlygate4sd2_1 (14), edfxtp_1 (12), clkbuf_4 (3)"
  final-seq-area_um2: 423
  logic_area_um2: 150
  drive_gt1_frac: 0.100
  fillers: 366
  final_common_cell: "conb_1"
  area_delta_synth_final_pct: 38.7
yosys:
  synth_stat.cells: 55
  synthMuxAreaShare: 0
  yosys_warnings: 1
  yosys_area_um2: 698
  top_logic_kind: "buffers and inverters"
  topCellsByArea: "edfxtp_1 (52%), buf_4 (34%), dfxtp_1 (8.6%)"
  ys_seq_frac: 0.602
  synth_area_um2: 698
  aoi_share: 0.00717
  top_area_cell: "edfxtp_1"
  synth_cell_types: 10
  adder_share: 0
  yosys.area_share.simple: 0.0358
  synthCells: 55
  avgSynthCellArea_um2: 12.7
  xor_area_frac: 0
  top_cell_area_share: 0.516
  synth_flops: 15
route:
  routedWlPerCell_um: 10.9
  dr.pass1.iters: 2
  vias_per_cell: 2.79
  wl_mm: 1.49
  drt_iter0_markers: 15
  route.detailed.drc: 0
  antenna_cells_inserted: 0
  vias: 380
  ant_nets: 0
place:
  dp_hpwl_mm: 1.35
  dp_cells: 131
  port_buffers: 29
  gp_congestion: 0.742
clocking:
  numCtsBuffers: 3
  cts.path.max_buffers: 2
  clock_latency_ns: 0.27
  cts_tree: "yes"
  cts.clk_slew.worst_paths_ns: 0.08
  cts_root_buf: "clkbuf_4"
  htree_levels: 1
  cts.sinks: 15
power:
  totalPowerFinal_w: 0.000887
  powerDensity_nw_per_um2: 916
  peakVddDrop_uv: 246
  power.leakage_nw: 0.429
outcome:
  status: "completed"
min_path:
  hold_path.class: "flip-flop to flip-flop"
## routing by layer
layer | share of wire | GRT usage | wire [um] | vias to the layer above
met5 | 0 | 0 | 0 | -
met2 | 0.46 | 0.0634 | 688 | 34
met1 | 0.35 | 0.0445 | 525 | 164
li1 | - | - | - | 182
met4 | 0 | 0.00528 | 0 | 0
met3 | 0.18 | 0.0341 | 274 | 0
## path summary, 6_finish.rpt
check | start | endpoint | slack, ns | cells after the start
setup / recovery | rd_p_q[2] | rd_p_o[2] | 0.16 | 1
hold / removal | state[2] | state[1] | 0.44 | 1
hold reg to reg | state[2] | state[1] | 0.44 | 1
setup reg to reg | state[0] | rob_tag_q[3] | 0.25 | 3
## cells in the mapped netlist
| cell | instances |
|---|---|
| edfxtp_1 | 12 |
| dfxtp_1 | 3 |
| and3_2 | 1 |
| nor2b_1 | 1 |
| conb_1 | 1 |
| inv_1 | 1 |
| buf_4 | 32 |
| nor2_1 | 2 |
| nand2_1 | 1 |
| o21ai_1 | 1 |
## worst reg2reg max path, cell delays in order, from the launching register on
cell and delay, ns:
dfxtp_2 0.33, buf_4 0.11, and3_2 0.19, buf_12 0.13
## power by group
group / switching [W] / internal [W]
clock: 0.000125 / 0.000119
sequential: 0.00000459 / 0.000542
combinational: 0.0000279 / 0.0000697
## logic make-up (layout without fill, tap and decap cells)
group,count (synthesis),count (layout)
AND-OR/OR-AND,1,1
buffers and inverters,33,37
flip-flops,15,15
other,1,32
AND/OR/NAND/NOR,5,5
## stage by stage
| step | setup slack (ns) | setup TNS [ns] | cell area [um^2] | utilization |
|---|---|---|---|---|
| after global placement | -0.0705 | -0.843 | 950 | 0.278 |
| after global routing | 0.0956 | 0 | 968 | 0.284 |
| after CTS | 0.135 | 0 | 968 | 0.284 |
| final | 0.164 | 0 | 968 | 0.284 |
| after floorplan | 0.362 | 0 | 815 | - |
| after detailed placement | -0.0705 | -0.841 | 950 | 0.278 |
## area by class of cell
type                       instances  area share
tap                               46      0.0594
clock buffer                       4      0.0271
timing repair buffer              32       0.318
multi-input combinational         38       0.155
sequential                        15       0.437
inverter                           1     0.00388
## registers in the layout, summed over array words and instances, names as in the netlist
signal / flops
rd_p_q: 6
rob_tag_q: 6
state: 3
## what timing repair did
item	in CTS	in global routing
hold buffers	0	0
resized	16	0
buffers inserted	1	0
setup endpoints to repair	14	0
Power and IR drop assume default switching activity.
