## design/flow/design.v

```verilog
package pipeline_types;
typedef struct packed {
    logic [31:0] pc;
    logic [31:0] imm;
    logic [2:0]  alu_op;
    logic        alu_src;    
    logic        mem_read;
    logic        mem_write;
    logic [5:0]  p_src1;
    logic [5:0]  p_src2;
    logic [5:0]  p_dst;
    logic [3:0]  rob_tag;
    logic        src1_ready;
    logic        src2_ready;
} rs_entry_t;
typedef struct packed {
    logic        valid;          
    logic        done;           
    logic [4:0]  rd_log;         
    logic [5:0]  rd_phys;        
    logic [5:0]  rd_old_phys;    
    logic        is_branch;      
    logic        mispredicted;   
    logic [31:0] pc;             
} rob_entry_t;  
typedef struct packed {
    logic [31:0] pc;
    logic [31:0] imm;
    logic [2:0]  alu_op;
    logic        alu_src;
    logic        mem_read;
    logic        mem_write;
    logic [5:0]  rs1_p;
    logic [5:0]  rs2_p;
    logic [5:0]  rd_p;       
    logic [3:0]  rob_tag;    
} rs_issue_packet_t;
typedef enum logic [1:0] {
        FU_ALU,     
        FU_LSU,     
        FU_BRANCH,  
        FU_OTHER    
    } fu_type_t;
typedef struct packed {
        logic [31:0] pc;
        logic [31:0] imm;
        logic [31:0] inst;     
        logic        ALUSrc;
        logic [2:0]  ALUOp;
        logic        MemRead;
        logic        MemWrite;
        logic        RegWrite;
        logic        MemToReg;
        fu_type_t    fu_type;  
        logic        is_branch;
        logic        is_jump;
    } ctrl_payload_t;
typedef struct packed {
    logic [31:0] pc;
    logic [31:0] inst;
} fetch_dec_t;
typedef struct packed {
    logic        valid;
    logic [4:0]  rs1;
    logic [4:0]  rs2;
    logic [4:0]  rd;
    logic [31:0] imm;
    logic        ALUSrc;
    logic [2:0]  ALUOp;
    logic        branch;
    logic        jump;
    logic        MemRead;
    logic        MemWrite;
    logic        RegWrite;
    logic        MemToReg;
} dec_ren_t;
typedef struct packed {
    logic        valid;
    logic [5:0]  rs1_p;
    logic [5:0]  rs2_p;
    logic [5:0]  rd_new_p;
    logic [5:0]  rd_old_p;
    logic [3:0]  rob_tag;
    logic        ALUSrc;
    logic [2:0]  ALUOp;
    logic        branch;
    logic        jump;
    logic        MemRead;
    logic        RegWrite;
    logic        MemToReg;
    logic [31:0] pc;
    logic [31:0] imm;
} ren_disp_t;
endpackage
module Rename #(
  parameter int N_LOG        = 32,
  parameter int N_PHYS       = 64,
  parameter int N_CHECKPTS   = 8,
  parameter int ROB_TAG_W    = 4  
)(
  input  logic                      clk,
  input  logic                      rst,
  input  logic                      dec_valid_i,
  input  logic [4:0]                dec_rs1_i,
  input  logic [4:0]                dec_rs2_i,
  input  logic [4:0]                dec_rd_i,
  input  logic                      dec_rs1_used_i,
  input  logic                      dec_rs2_used_i,
  input  logic                      dec_rd_used_i,
  input  logic                      dec_is_branch_i,
  input  pipeline_types::ctrl_payload_t payload_i,
  output pipeline_types::ctrl_payload_t payload_o,
  output logic                      ren_valid_o,
  input  logic                      ren_ready_i,
  output logic [$clog2(N_PHYS)-1:0] rs1_p_o,
  output logic [$clog2(N_PHYS)-1:0] rs2_p_o,
  output logic [$clog2(N_PHYS)-1:0] rd_new_p_o,
  output logic [$clog2(N_PHYS)-1:0] rd_old_p_o,
  output logic [ROB_TAG_W-1:0]      rob_tag_o,
  input  logic                      rob_commit_free_valid_i,
  input  logic [$clog2(N_PHYS)-1:0] rob_commit_free_preg_i,
  input  logic                      recover_i
);
  int i;
  int idx;
  logic [$clog2(N_PHYS)-1:0] map_table [N_LOG];
  localparam int X0_LOG  = 0;
  localparam int P0_PHYS = 0;
  localparam int FL_W = $clog2(N_PHYS);
  logic [FL_W-1:0] freelist [N_PHYS];
  logic [FL_W-1:0] fl_head;
  logic [FL_W-1:0] fl_tail;
  int              fl_count;
  logic [ROB_TAG_W-1:0] rob_tag_q;
  logic [$clog2(N_PHYS)-1:0] map_ckpt      [N_CHECKPTS][N_LOG];
  logic [FL_W-1:0]           fl_head_ckpt  [N_CHECKPTS];
  logic [FL_W-1:0]           fl_tail_ckpt  [N_CHECKPTS];
  int                        fl_count_ckpt [N_CHECKPTS];
  logic [ROB_TAG_W-1:0]      rob_tag_ckpt  [N_CHECKPTS];
  int                        ckpt_sp;
  logic                      out_valid_q;
  logic [$clog2(N_PHYS)-1:0] rs1_p_q, rs2_p_q;
  logic [$clog2(N_PHYS)-1:0] rd_new_p_q, rd_old_p_q;
  logic [ROB_TAG_W-1:0]      rob_tag_out_q;
  assign ren_valid_o = out_valid_q;
  assign rs1_p_o = rs1_p_q;
  assign rs2_p_o = rs2_p_q;
  assign rd_new_p_o = rd_new_p_q;
  assign rd_old_p_o = rd_old_p_q;
  assign rob_tag_o   = rob_tag_out_q;
  logic need_alloc;
  assign need_alloc = dec_valid_i && dec_rd_used_i && (dec_rd_i != X0_LOG);
  logic resources_ok;
  assign resources_ok = ((!need_alloc) || (fl_count > 0))
                        && (!dec_is_branch_i || ckpt_sp < N_CHECKPTS);
  logic stage_ready_for_decode;
  assign stage_ready_for_decode = (!out_valid_q) || ren_ready_i;
  logic accept_decode;
  assign accept_decode = dec_valid_i && stage_ready_for_decode &&
                         resources_ok && !recover_i;
  always_ff @(posedge clk) begin
    if (rst) begin
      for (i = 0; i < N_LOG; i++)
        map_table[i] <= i[$clog2(N_PHYS)-1:0];
      for (i = 0; i < N_PHYS; i++)
        freelist[i] <= i[FL_W-1:0];
      fl_head  <= N_LOG[FL_W-1:0];
      fl_tail  <= N_PHYS[FL_W-1:0];
      fl_count <= N_PHYS - N_LOG;
      rob_tag_q <= '0;
      ckpt_sp   <= 0;
      out_valid_q   <= 0;
      rs1_p_q       <= 0;
      rs2_p_q       <= 0;
      rd_new_p_q    <= 0;
      rd_old_p_q    <= 0;
      rob_tag_out_q <= 0;
    end else begin
      if (rob_commit_free_valid_i &&
          rob_commit_free_preg_i != P0_PHYS[$clog2(N_PHYS)-1:0]) begin
        freelist[fl_tail] <= rob_commit_free_preg_i;
        fl_tail           <= fl_tail + 1'b1;
        fl_count          <= fl_count + 1;
      end
      if (recover_i && ckpt_sp > 0) begin
        idx = ckpt_sp - 1;
        ckpt_sp <= ckpt_sp - 1;
        for (i = 0; i < N_LOG; i++)
          map_table[i] <= map_ckpt[idx][i];
        fl_head   <= fl_head_ckpt[idx];
        fl_tail   <= fl_tail_ckpt[idx];
        fl_count  <= fl_count_ckpt[idx];
        rob_tag_q <= rob_tag_ckpt[idx];
        out_valid_q <= 0;
      end else begin
        if (out_valid_q && ren_ready_i)
          out_valid_q <= 0;
        if (accept_decode) begin
          payload_o <= payload_i;
          rs1_p_q <= dec_rs1_used_i ? map_table[dec_rs1_i] : '0;
          rs2_p_q <= dec_rs2_used_i ? map_table[dec_rs2_i] : '0;
          rd_old_p_q <= dec_rd_used_i ? map_table[dec_rd_i] : '0;
          if (need_alloc) begin
            rd_new_p_q          <= freelist[fl_head];
            map_table[dec_rd_i] <= freelist[fl_head];
            fl_head             <= fl_head + 1;
            fl_count            <= fl_count - 1;
          end else begin
            rd_new_p_q <= map_table[dec_rd_i];
          end
          rob_tag_out_q <= rob_tag_q;
          rob_tag_q     <= rob_tag_q + 1;
          if (dec_is_branch_i && ckpt_sp < N_CHECKPTS) begin
            idx = ckpt_sp;
            for (i = 0; i < N_LOG; i++)
              map_ckpt[idx][i] = map_table[i];
            fl_head_ckpt[idx]  = fl_head;
            fl_tail_ckpt[idx]  = fl_tail;
            fl_count_ckpt[idx] = fl_count;
            rob_tag_ckpt[idx]  = rob_tag_q;
            ckpt_sp <= ckpt_sp + 1;
          end
          out_valid_q <= 1;
        end
      end
    end
  end
endmodule
```

## design/flow/run.sh

```bash
#!/bin/bash
# OpenROAD 26Q1-2900-gdf79404cd8, Yosys 0.63+post, stock flow scripts
make -C /OpenROAD-flow-scripts/flow DESIGN_CONFIG=/design/flow/config.mk WORK_HOME=/design/flow/orfs finish
```

## design/flow/config.mk

```make
export PLATFORM = sky130hd
export DESIGN_NAME = Rename
export DESIGN_NICKNAME = Rename
export VERILOG_FILES = /design/flow/design.v
export SDC_FILE = /design/flow/constraint.sdc
export NUM_CORES = 4
export LEC_CHECK = 1
export CORE_UTILIZATION = 30
```

## design/flow/constraint.sdc

```tcl
current_design Rename

set clk_period 26.2
set clk_io_pct 0.2

create_clock -name clk0 -period $clk_period [get_ports {clk}]

set non_clock_inputs [all_inputs -no_clocks]
set_input_delay [expr $clk_period * $clk_io_pct] -clock clk0 $non_clock_inputs
set_output_delay [expr $clk_period * $clk_io_pct] -clock clk0 [all_outputs]
```

==> out/metrics.cfg <==
[clocking]
postCtsHoldBufs = 0
htreeDepth = 5
cts_resized = 0
cts_tree = done
clockRootBuffer = clkbuf_16
clockBufferDepth = 4
postCtsSetupBuffers = 0
worstSkewPairLatency_ns = 0.94
cts_buffers = 289
clk_pin_slew_worst_paths_ns = 0.05
clock-sinks = 2719

[placed_design]
gp_congestion = 0.917
io_buffers = 275
place_area_mm2 = 0.121
place_inst = 11100
hpwl_um = 178000

[pwr]
p_sw_mw = 5.09
pwr-share-seq_pct = 42.0
total_power_mw = 14.7
powerDensity_mw_per_mm2 = 113
clockPowerShare_pct = 27.2
power.leakage_nw = 39.8
power.internal_mw = 9.59
combPwrFrac_pct = 30.8
switching_share_pct = 34.7
vdd_ir_drop_max_uv = 125

[logic_synthesis]
yosysSeqAreaShare_pct = 72.1
top_area_cell = edfxtp_1
yosys_warnings = 1
synthArstFlopShare_pct = 0
syn-cell-area_mm2 = 0.112
ff_type = edfxtp_1
synth_top_area_share_pct = 70.0
ys_area_mm2 = 0.112
syn-instance-count = 6096
syn_avg_cell_area_um2 = 18.3
ys_types = 96
synth-edff-count = 2604
area_leaders = edfxtp_1, mux4_2, mux2i_1
ys.flops = 2719
ys_cells = 6096

[die]
die_w_um = 612
rows = 223
ios = 276
die_area_mm2 = 0.375
core_util_floorplan_pct = 30.2
fp.dieH_um = 612
core-area_mm2 = 0.370

[layout]
final_cell_mix = edfxtp_1, mux4_2, nand2_1
lay_top_count = edfxtp_1
postLayoutCellArea_mm2 = 0.130
fin_cells = 11600
area_delta_synth_final_pct = 16.2
fillers = 33700
drive_gt1_share_pct = 21.7

[global_route]
grt_use_total_pct = 16.5
grt.met3_usage_pct = 11.9
grt_antenna_before_repair = 12
grt_pass1_vias = 63800
grt_pass1_wl_um = 427000
grt_max_degree = 109
grt_overflow = 0
met1_usage_pct = 19.1
grt_busiest_layer = met2
grt_use_met2_pct = 24.9

[critical_path]
crit_path_max_incr_delay_ns = 0.96
reg2reg_to = map_ckpt[35][2]$_DFFE_PP_
cp_slowest_cell = or4_1
cp.required_ns = 26.72
r2r_setup_slack_ns = 19.39
cp_max_fo = 38
end_kind = flip-flop
critPathKind = input port to flip-flop
crit_chain = clkdlybuf4s50_1 -> or4_1 -> o211ai_4 -> o211ai_2 -> or3_4 -> nor2_4 -> buf_4 -> buf_4 -> buf_4 -> buf_4
cp_common_cell = buf_4
worstSetupStartpointType = input port
worst_ep_arrival_time_ns = 11.32
r2r-start = ckpt_sp[6]$_SDFFE_PP0P_
rr_worst_depth = 14

[status]
outcome = complete, no violations

[detailed_routing]
wl_um = 291000
via_per_inst = 5.13
via_count = 59500
firstDrtPassIters = 5
drc = 0
ant_nets = 0
wl_per_cell_um = 25.1
drtIter0Drc = 3848

[hold_path]
hp-start = rd_old_p_q[5]$_SDFFE_PP0P_
min_path_cells = 2
hold_path_end = rd_old_p_q[5]$_SDFFE_PP0P_
hold_class = flip-flop to flip-flop

[sta]
setup_viol = 0
holdWs_ns = 0.453
skew_ns = 0.104
fin_crit_sh_pct = 41.2
worstMarginPinSlew_ns = 0.927
clock.fmax_ghz = 0.0926
rsz0062_at_grt = false
max_slew_margin_pct = 37.9
hold_violations = 0
final_max_slew_viol_count = 0
fin_tns_setup_ns = 0
period_minus_slack_ns = 10.80

[flow_run]
warning_count = 32
maxCapViolations = 0

-- registers in the layout (all words and copies together), names as in the netlist, 6 cells and up, named ones only --
signal / flops
fl_tail_ckpt: 48
ckpt_sp: 32
payload_o: 108
rs2_p_q: 6
freelist: 384
map_table: 192
rd_old_p_q: 6
rob_tag_ckpt: 32
fl_tail: 6
rd_new_p_q: 6
fl_head_ckpt: 48
fl_count_ckpt: 256
map_ckpt: 1536
fl_count: 32
rs1_p_q: 6
fl_head: 6
-- per-layer routing --
| layer | up-vias | wire length, um |
|---|---|---|
| li1 | 25400 | - |
| met1 | 30000 | 98000 |
| met2 | 3602 | 137000 |
| met3 | 484 | 46700 |
| met4 | 16 | 9440 |
| met5 | - | 212 |
-- synthesized netlist by cell type (25+ instances only) --
cell type / n
nor2_1: 336
nor3_1: 157
nand3_1: 37
a21oi_1: 116
buf_2: 79
mux4_2: 709
a31oi_1: 25
and2_1: 108
clkbuf_1: 280
o21ai_0: 80
or2_2: 69
xnor2_1: 34
edfxtp_1: 2604
o22ai_1: 122
buf_1: 55
or3_1: 114
nand2_1: 406
dfxtp_1: 115
mux2i_1: 233
xor2_1: 30
o32ai_1: 25
a22oi_1: 41
-- critical path, delay by kind of cell --
| family | cells | cell delay, ns |
|---|---|---|
| and+or+nand+nor | 3 | 1.88 |
| AOI/OAI and AO/OA | 2 | 0.77 |
| buffers and inverters | 5 | 3.26 |
-- power groups by stage --
stage,Sequential (mW),Combinational [mW],Clock [mW]
CTS,6.16,4.57,4.07
global route,6.24,4.87,4.23
finish,6.16,4.52,3.99
-- final cells by class --
type                       instances  area, um^2  area share (%)
timing repair buffer             461        4190            3.23
inverter                          21        78.8          0.0608
antenna                            9        22.5          0.0174
sequential                      2719       80500            62.1
clock buffer                     372        7730            5.96
tap                             4950        6190            4.77
multi-input combinational       2932       29600            22.8
clock inverter                   147        1450            1.12
-- kinds of logic (layout without fill, tap and decap cells) --
kind of cell	Yosys count	after routing	share of synthesized area [%]
and+or+nand+nor	1397	1397	6.16
buffers and inverters	445	1001	1.63
xor gates and xnor gates	64	64	0.502
muxes	951	951	16.5
DFF	2719	2719	72.1
other	0	9	0
adders and majority gates	8	8	0.0896
AOI/OAI and AO/OA	512	512	3.07
-- worst max path at each step --
stage,slack [ns],cells after the start,end,startpoint
CTS,15.47,10,map_ckpt[35][2]$_DFFE_PP_,dec_rd_i[2]
global route,15.17,10,map_ckpt[66][3]$_DFFE_PP_,dec_rd_i[2]
finish,15.40,10,map_ckpt[35][2]$_DFFE_PP_,dec_rd_i[2]
-- through the flow --
stage | setup WS [ns] | util [%]
after global routing | 15.17 | 35.1
after CTS | 15.47 | 35.1
after detailed placement | 14.53 | 32.6
final | 15.40 | 35.1
after floorplan | 1.93 | -
after global placement | 14.64 | 32.6
No activity file was given, so power comes from the tool's default toggle rates.
