===== ./design.v =====
package pipeline_types;
typedef struct packed {
    logic [31:0] pc;
    logic [31:0] imm;
    logic [2:0]  alu_op;
    logic        alu_src;    
    logic        mem_read;
    logic        mem_write;
    logic [5:0]  p_src1;
    logic [5:0]  p_src2;
    logic [5:0]  p_dst;
    logic [3:0]  rob_tag;
    logic        src1_ready;
    logic        src2_ready;
} rs_entry_t;
typedef struct packed {
    logic        valid;          
    logic        done;           
    logic [4:0]  rd_log;         
    logic [5:0]  rd_phys;        
    logic [5:0]  rd_old_phys;    
    logic        is_branch;      
    logic        mispredicted;   
    logic [31:0] pc;             
} rob_entry_t;  
typedef struct packed {
    logic [31:0] pc;
    logic [31:0] imm;
    logic [2:0]  alu_op;
    logic        alu_src;
    logic        mem_read;
    logic        mem_write;
    logic [5:0]  rs1_p;
    logic [5:0]  rs2_p;
    logic [5:0]  rd_p;       
    logic [3:0]  rob_tag;    
} rs_issue_packet_t;
typedef enum logic [1:0] {
        FU_ALU,     
        FU_LSU,     
        FU_BRANCH,  
        FU_OTHER    
    } fu_type_t;
typedef struct packed {
        logic [31:0] pc;
        logic [31:0] imm;
        logic [31:0] inst;     
        logic        ALUSrc;
        logic [2:0]  ALUOp;
        logic        MemRead;
        logic        MemWrite;
        logic        RegWrite;
        logic        MemToReg;
        fu_type_t    fu_type;  
        logic        is_branch;
        logic        is_jump;
    } ctrl_payload_t;
typedef struct packed {
    logic [31:0] pc;
    logic [31:0] inst;
} fetch_dec_t;
typedef struct packed {
    logic        valid;
    logic [4:0]  rs1;
    logic [4:0]  rs2;
    logic [4:0]  rd;
    logic [31:0] imm;
    logic        ALUSrc;
    logic [2:0]  ALUOp;
    logic        branch;
    logic        jump;
    logic        MemRead;
    logic        MemWrite;
    logic        RegWrite;
    logic        MemToReg;
} dec_ren_t;
typedef struct packed {
    logic        valid;
    logic [5:0]  rs1_p;
    logic [5:0]  rs2_p;
    logic [5:0]  rd_new_p;
    logic [5:0]  rd_old_p;
    logic [3:0]  rob_tag;
    logic        ALUSrc;
    logic [2:0]  ALUOp;
    logic        branch;
    logic        jump;
    logic        MemRead;
    logic        RegWrite;
    logic        MemToReg;
    logic [31:0] pc;
    logic [31:0] imm;
} ren_disp_t;
endpackage
module execute #(
    parameter int DATA_WIDTH = 32,
    parameter int DMEM_AW    = 10,   
    parameter int ROB_TAG_W  = 6
)(
    input  logic                      clk,
    input  logic                      rst,
    input  logic                      ex_valid_i,
    output logic                      ex_ready_o,
    input  logic [31:0]               pc_i,
    input  logic [31:0]               imm_i,
    input  logic                      ALUSrc_i,
    input  logic [2:0]                ALUOp_i,
    input  logic                      branch_i,
    input  logic                      jump_i,
    input  logic                      MemRead_i,    
    input  logic                      RegWrite_i,
    input  logic                      MemToReg_i,
    input  logic [DATA_WIDTH-1:0]     rs1_val_i,
    input  logic [DATA_WIDTH-1:0]     rs2_val_i,
    input  logic [5:0]                rd_p_i,       
    input  logic [ROB_TAG_W-1:0]      rob_tag_i,
    input  logic                      flush_i,
    output logic                      ex_valid_o,
    input  logic                      ex_ready_i,
    output logic [DATA_WIDTH-1:0]     result_o,
    output logic [5:0]                rd_p_o,       
    output logic [ROB_TAG_W-1:0]      rob_tag_o,
    output logic                      RegWrite_o,
    output logic                      MemToReg_o,
    output logic                      br_resolved_o,    
    output logic                      br_taken_o,
    output logic [31:0]               br_target_o,
    output logic                      br_mispredict_o   
);
    logic [DMEM_AW-1:0] dmem_addr;
    logic [DATA_WIDTH-1:0] dmem_rdata;
    logic [DMEM_AW-1:0] addr_r1;
    logic [DATA_WIDTH-1:0] data_r1;
    logic [DATA_WIDTH-1:0] data_r2;
    logic [DATA_WIDTH-1:0] dmem [0:(1<<DMEM_AW)-1];
    always_ff @(posedge clk) begin
        if (MemRead_i && ex_valid_i) begin
            addr_r1 <= dmem_addr;                
        end
        data_r1 <= dmem[addr_r1];                
        data_r2 <= data_r1;                      
    end
    assign dmem_rdata = data_r2;
    typedef enum logic [1:0] {
        S_IDLE,
        S_ALU_DONE,    
        S_LOAD_WAIT1,  
        S_LOAD_WAIT2   
    } ex_state_e;
    ex_state_e               state_q, state_d;
    logic [DATA_WIDTH-1:0]   alu_result_q;
    logic [31:0]             pc_q, imm_q;
    logic                    branch_q, jump_q;
    logic                    MemRead_q;
    logic                    RegWrite_q, MemToReg_q;
    logic [5:0]              rd_p_q;
    logic [ROB_TAG_W-1:0]    rob_tag_q;
    logic [DATA_WIDTH-1:0]   rs1_val_q, rs2_val_q;
    logic [DATA_WIDTH-1:0] op1, op2, alu_result_c;
    assign op1 = rs1_val_i;
    assign op2 = ALUSrc_i ? imm_i : rs2_val_i;
    always_comb begin
        unique case (ALUOp_i)
            3'b000: alu_result_c = op1 + op2;     
            3'b001: alu_result_c = op1 - op2;     
            3'b010: alu_result_c = op1 & op2;     
            3'b011: alu_result_c = op1 | op2;     
            3'b100: alu_result_c = op1 ^ op2;     
            default: alu_result_c = '0;
        endcase
    end
    assign dmem_addr = alu_result_q[DMEM_AW+1:2];  
    logic        br_taken_c;
    logic [31:0] br_target_c;
    assign br_taken_c  = branch_i ? (rs1_val_i != rs2_val_i) : 1'b0;
    assign br_target_c = pc_i + imm_i;
    assign ex_ready_o = (state_q == S_IDLE) ||
                        ((state_q == S_ALU_DONE) && ex_ready_i);
    assign ex_valid_o = (state_q == S_ALU_DONE) ||
                        (state_q == S_LOAD_WAIT2);
    assign result_o = (state_q == S_LOAD_WAIT2) ? dmem_rdata
                                                : alu_result_q;
    assign rd_p_o     = rd_p_q;
    assign rob_tag_o  = rob_tag_q;
    assign RegWrite_o = RegWrite_q;
    assign MemToReg_o = MemToReg_q;
    assign br_resolved_o   = (state_q == S_ALU_DONE) && branch_q;
    assign br_taken_o      = br_taken_c;       
    assign br_target_o     = br_target_c;
    assign br_mispredict_o = 1'b0;            
    always_ff @(posedge clk) begin
        if (rst || flush_i) begin
            state_q      <= S_IDLE;
            alu_result_q <= '0;
            pc_q         <= '0;
            imm_q        <= '0;
            branch_q     <= 1'b0;
            jump_q       <= 1'b0;
            MemRead_q    <= 1'b0;
            RegWrite_q   <= 1'b0;
            MemToReg_q   <= 1'b0;
            rd_p_q       <= '0;
            rob_tag_q    <= '0;
            rs1_val_q    <= '0;
            rs2_val_q    <= '0;
        end else begin
            state_q <= state_d;
            if (ex_valid_i && ex_ready_o) begin
                alu_result_q <= alu_result_c;
                pc_q         <= pc_i;
                imm_q        <= imm_i;
                branch_q     <= branch_i;
                jump_q       <= jump_i;
                MemRead_q    <= MemRead_i;
                RegWrite_q   <= RegWrite_i;
                MemToReg_q   <= MemToReg_i;
                rd_p_q       <= rd_p_i;
                rob_tag_q    <= rob_tag_i;
                rs1_val_q    <= rs1_val_i;
                rs2_val_q    <= rs2_val_i;
            end
        end
    end
    always_comb begin
        state_d = state_q;
        unique case (state_q)
            S_IDLE: begin
                if (ex_valid_i && ex_ready_o) begin
                    if (MemRead_i)
                        state_d = S_LOAD_WAIT1;
                    else
                        state_d = S_ALU_DONE;
                end
            end
            S_ALU_DONE: begin
                if (ex_ready_i)
                    state_d = S_IDLE;
            end
            S_LOAD_WAIT1: begin
                state_d = S_LOAD_WAIT2;
            end
            S_LOAD_WAIT2: begin
                if (ex_ready_i)
                    state_d = S_IDLE;
            end
            default: state_d = S_IDLE;
        endcase
    end
endmodule

===== ./run.sh =====
#!/bin/bash
# OpenROAD 26Q1-2900-gdf79404cd8, Yosys 0.63+post, stock flow scripts
make -C /OpenROAD-flow-scripts/flow DESIGN_CONFIG=/design/flow/config.mk WORK_HOME=/design/flow/orfs finish

===== ./config.mk =====
export PLATFORM = sky130hd
export DESIGN_NAME = execute
export DESIGN_NICKNAME = execute
export VERILOG_FILES = /design/flow/design.v
export SDC_FILE = /design/flow/constraint.sdc
export NUM_CORES = 4
export LEC_CHECK = 1
export CORE_UTILIZATION = 40
export SYNTH_MEMORY_MAX_BITS = 65536

===== ./constraint.sdc =====
current_design execute

set clk_period 19.9
set clk_io_pct 0.2

create_clock -name clk0 -period $clk_period [get_ports {clk}]

set non_clock_inputs [all_inputs -no_clocks]
set_input_delay [expr $clk_period * $clk_io_pct] -clock clk0 $non_clock_inputs
set_output_delay [expr $clk_period * $clk_io_pct] -clock clk0 [all_outputs]

==> reports/summary.txt <==
Outcome -> finished clean
Final Total Pwr -> 0.501 mW
Startpoint Class -> primary input
Filler cells -> 1983
Largest net degree at the start of global routing -> 50
Post-CTS setup buffer count -> 0
Number of enable flip-flop cells -> 0
Global-route wire length before repair -> 41900 um
Std cell rows -> 52
Crit path DRT -> 15.92 ns
Met1 wire length -> 12200 um
Final TNS setup -> 0 ns
Pre-Place Util -> 41.1%
DR vias -> 8424
WL met3 -> 1810 um
Remaining DRCs -> 0
Async SR Flop Fraction -> 0%
# Cells Yosys -> 1082
Leak pwr -> 4.65 nW
Cell count after synthesis -> 1082
Critical Path Sink Type -> output port
Post-synthesis sequential area ratio -> 12.2%
Final WL -> 26800 um
CTS Buffer Depth -> 2
Total track usage -> 25.1%
Final Skew -> 0.00850 ns
Die extent in x -> 147 um
Pwr dens -> 45.3 nW/um2
Reg area -> 1020 um2
Core area -> 20400 um2
Placed wire-length estimate -> 21700 um
Slew @ Worst Pin -> 0.751 ns
# IOs -> 237
Clock-pin slew on the worst setup and hold paths -> 0.07 ns
Final estimated routing congestion in global placement -> 0.941
Congestion Overflow GR -> 0
Post-synth area from yosys stat -> 8370 um2
Max-cap violations -> 0
CTS Sinks -> 51
CTS root buffer -> clkbuf_16
Data arrival time of the critical path -> 7.58 ns
Inserted Diodes -> 0
YS warnings -> 1
Max Slew Vio Count -> 0
CTS buffer count -> 5
H-tree depth -> 2
Fmax achieved -> 86.5 MHz
Syn-to-layout area delta -> 32.3%
Relative slew slack -> 50.0%
Main flop type -> dfxtp_1
Final period util -> 58.1%
Worst min-delay path class -> reg -> reg
Initial antenna violation count -> 0
RSZ-0062 raised after global routing -> no
Final Hold Viols -> 0
WL/cell -> 17.2 um
Fin crit period -> 11.56 ns
Number of global-route vias before repair -> 7936
Synthesized area -> 8370 um2
Worst-Skew Late Latency -> 0.30 ns
Avg Cell Area, Syn -> 7.73 um2
CP max FO -> 4
Port buffer count -> 234
Met2 WL post-DR -> 12300 um
Post-CTS Resized -> 0
Comb area -> 6740 um2
Routed Antenna Nets -> 0
Flops out of synthesis -> 51
Cts hold-fix bufs -> 0
1st-iter DRT viols -> 500
Setup CP Type -> in -> out
Final hold slack -> 0.437 ns
DR pass1 iterations -> 8
Highest routed layer -> met4
Synth cell types -> 88
Die area -> 21500 um2
Layout cells sized above 1 -> 6.04%
Setup-failing EPs final -> 0
Die H -> 147 um
OpenROAD warnings -> 60
CTS tree -> yes
Vias per inst -> 5.40
Max VDD drop -> 0.0347 mV
==> kinds of logic after synthesis <==
| kind of cell | after synthesis | synth area share [%] |
|---|---|---|
| AND/OR/NAND/NOR | 276 | 15.9 |
| XOR/XNOR | 113 | 11.8 |
| AND-OR/OR-AND | 307 | 25.9 |
| buffers and inverters | 149 | 7.31 |
| adder cells (fa/ha/maj) | 130 | 19.6 |
| flip-flops | 51 | 12.2 |
| other | 1 | 0.0448 |
| multiplexers | 55 | 7.18 |
==> critical path, stage by stage <==
cell,delay [ns]
clkdlybuf4s50_1,0.48
ha_1,0.21
inv_1,0.07
fa_1,0.40
nor2b_1,0.17
o31a_1,0.20
and4_4,0.27
o31ai_4,0.09
a31oi_1,0.47
a211oi_2,0.22
o211ai_1,0.25
a31oi_1,0.12
xnor2_1,0.17
clkdlybuf4s50_1,0.49
==> routing by layer <==
| metal | vias up | global-route usage (%) |
|---|---|---|
| met4 | 0 | 4.69 |
| met3 | 34 | 2.99 |
| li1 | 4289 | - |
| met1 | 3813 | 36.1 |
| met5 | - | 0 |
| met2 | 288 | 40.7 |
==> cells in the final DEF (no fill, tap or decap), types with 9 or more instances in the layout <==
cell type | synthesis | layout
a211oi_1 | 10 | 10
a21o_1 | 21 | 21
a21oi_1 | 103 | 103
a222oi_1 | 23 | 23
and2_1 | 11 | 11
buf_4 | 1 | 14
clkdlybuf4s50_1 | 0 | 232
dfxtp_1 | 51 | 51
ha_1 | 128 | 128
inv_1 | 97 | 97
mux2i_1 | 45 | 45
nand2_1 | 94 | 94
nand3_1 | 10 | 10
nand4_1 | 10 | 10
nor2_1 | 84 | 83
nor3_1 | 16 | 16
o211ai_1 | 9 | 9
o21ai_0 | 51 | 51
xnor2_1 | 95 | 95
xor2_1 | 18 | 18
==> final cells by class <==
type | count | share of cell area [%]
Multi-Input combinational cell | 882 | 60.9
Timing Repair Buffer | 248 | 22.0
Clock inverter | 3 | 0.249
Clock buffer | 5 | 1.13
Sequential cell | 51 | 9.22
Tap cell | 270 | 3.05
Inverter | 102 | 3.46
==> power breakdown <==
| part | internal (mW) | total, mW | switching (mW) |
|---|---|---|---|
| clock network | 0.0479 | 0.0930 | 0.0451 |
| logic | 0.150 | 0.301 | 0.151 |
| registers | 0.105 | 0.107 | 0.00172 |
| total | 0.303 | 0.501 | 0.198 |
==> synthesized netlist by cell type (all sizes together) (3+ instances only) <==
| cell | number | area (um2) |
|---|---|---|
| nor2b | 8 | 50.1 |
| a221oi | 7 | 91.3 |
| nand2 | 96 | 365 |
| a21oi | 106 | 542 |
| or2 | 3 | 21.3 |
| a22oi | 3 | 22.5 |
| and2 | 11 | 68.8 |
| mux2i | 53 | 578 |
| inv | 102 | 383 |
| a21o | 22 | 166 |
| a222oi | 23 | 230 |
| buf | 12 | 97.6 |
| nor2 | 86 | 338 |
| a31oi | 8 | 50.1 |
| nand4 | 10 | 62.6 |
| xnor2 | 95 | 832 |
| dfxtp | 51 | 1020 |
| o41ai | 5 | 96.3 |
| a41oi | 3 | 26.3 |
| and4 | 4 | 37.5 |
| nor4 | 6 | 52.6 |
| o311ai | 3 | 33.8 |
| and3 | 7 | 43.8 |
| nor3 | 17 | 90.1 |
| o31ai | 12 | 141 |
| o21ai | 59 | 295 |
| clkbuf | 35 | 131 |
| nand2b | 5 | 38.8 |
| xor2 | 18 | 158 |
| a211oi | 13 | 113 |
| o31a | 5 | 45.0 |
| o211ai | 10 | 80.1 |
| nand3 | 12 | 70.1 |
| o21bai | 6 | 52.6 |
| o21a | 7 | 52.6 |
| ha | 128 | 1600 |
==> state kept, by name (all words and copies together) (netlist names) <==
register,count
MemToReg_q,1
RegWrite_q,1
alu_result_q,32
branch_q,1
rd_p_q,6
rob_tag_q,6
state_q,4
==> per-stage QoR <==
step                cell area, um2  cells  util [%]  worst slack [ns]
finish                       11100   1561      54.4              8.34
global route                 11100   1561      54.4              8.10
CTS                          11100   1561      54.4              8.31
detailed placement           10900   1553      53.6              8.32
global placement             10900   1553      53.6              8.34
floorplan                     8370   1082         -              9.87
==> worst paths after layout <==
check	startpoint	endpoint	slack [ns]	cells past startpoint
min reg2reg	state_q[1]	state_q[3]	0.44	2
max reg2reg	state_q[2]	alu_result_q[29]	17.94	6
max	imm_i[0]	br_target_o[30]	8.34	14
min	state_q[1]	state_q[3]	0.44	2
Power is estimated from default activity; no workload was simulated.
